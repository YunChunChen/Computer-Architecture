==> run.sh <==
#!/bin/bash
# OpenROAD 26Q1-2900-gdf79404cd8, Yosys 0.63+post, stock flow scripts
make -C /OpenROAD-flow-scripts/flow DESIGN_CONFIG=/design/flow/config.mk WORK_HOME=/design/flow/orfs finish
==> config.mk <==
export PLATFORM = sky130hd
export DESIGN_NAME = register_file
export DESIGN_NICKNAME = register_file
export VERILOG_FILES = /design/flow/design.v
export SDC_FILE = /design/flow/constraint.sdc
export NUM_CORES = 4
export LEC_CHECK = 1
export CORE_UTILIZATION = 40
==> constraint.sdc <==
current_design register_file

set clk_period 2.0
set clk_io_pct 0.2

create_clock -name clk0 -period $clk_period [get_ports {Clk}]

set non_clock_inputs [all_inputs -no_clocks]
set_input_delay [expr $clk_period * $clk_io_pct] -clock clk0 $non_clock_inputs
set_output_delay [expr $clk_period * $clk_io_pct] -clock clk0 [all_outputs]
==> design.v <==
module register_file( Clk, WEN, RW, busW, RX, RY, busX, busY);
    input            Clk, WEN;
    input      [2:0] RW, RX, RY;
    input      [7:0] busW;
    output reg [7:0] busX, busY;
    reg        [7:0] register [7:0];  
    initial begin
        register[0] = 8'd0;
        register[1] = 8'd0;
        register[2] = 8'd0;
        register[3] = 8'd0;
        register[4] = 8'd0;
        register[5] = 8'd0;
        register[6] = 8'd0;
        register[7] = 8'd0;
    end
    always@(posedge Clk) begin
 	if (WEN && RW != 0)
    	    register[RW] <= busW;
    end
    always@(RX, register[0], register[1], register[2], register[3], register[4], register[5], register[6], register[7]) begin
        busX <= register[RX];
    end
    always@(RY, register[0], register[1], register[2], register[3], register[4], register[5], register[6], register[7]) begin
        busY <= register[RY];
    end
endmodule
==> impl_metrics.py <==
# Auto-generated metrics
metrics = {
    "cells_and_area": {
        "regMostFlops": "register",
        "syn2layout_area_growth_pct": 24.2,
        "fin_util": 0.521,
        "largest_reg_flops": 64,
        "layout-drive-gt1-share": 0.485,
        "top_regs": "register x64",
    },
    "placement": {
        "gp_congestion": 0.764,
        "dp_hpwl_mm": 3.76,
        "io_buffers": 34,
    },
    "drt": {
        "dr.pass1.iters": 4,
        "ant_nets": 0,
        "via_per_inst": 5.19,
        "wl_per_cell_um": 20.3,
        "drcViolationCount": 0,
        "n_antenna_cell": 0,
        "dr.first_iter.drc_count": 61,
        "dr_total_vias": 1561,
        "drt-total-wl_mm": 6.10,
    },
    "floorplanning": {
        "io_pins": 35,
        "fp_util": 0.420,
        "core_mm2": 0.00733,
        "die_h_um": 89.7,
        "rows": 31,
        "die_x_um": 89.7,
        "dieArea_mm2": 0.00805,
    },
    "final_timing": {
        "maxSlewViolCount": 0,
        "final_hold_viol_count": 0,
        "max_freq_mhz": 482,
        "setup_ws_ns": -0.0740,
        "rsz0062_at_grt": "true",
        "final.period_utilization": 1.04,
        "setup_viol": 2,
        "setup_tns_ns": -0.140,
        "finalCriticalPeriod_ns": 2.07,
    },
    "clocking": {
        "cts_root_buf": "clkbuf_8",
        "numCtsBuffers": 9,
        "clkTransAtPathRegs_ns": 0.06,
        "clockBufferDepth": 2,
        "cts_sinks": 64,
        "cts_hold_buf": 0,
        "cts_htree_levels": 3,
        "cts_tree": "yes",
    },
    "worst_setup_path": {
        "cpMaxStageDelayCell": "mux4_2",
        "cp_max_fo": 2,
        "cp.arrival_ns": 1.67,
        "crit_chain": "buf_4 > mux4_2 > mux2_4 > buf_2",
        "critPathCaptureType": "primary output",
        "path_class": "reg -> out",
        "cpPeakStageDelay_ns": 0.43,
        "critPathRequiredTime_ns": 1.60,
        "crit_path_start_kind": "flop",
        "cp_top_family": "multiplexers",
        "critPathBufInv": 2,
    },
    "job": {
        "log.warning_count": 27,
        "drv_cap": 0,
    },
    "synthesis": {
        "synth_seq_share": 0.625,
        "syn_inst": 135,
        "yosys_warnings": 1,
        "syn_avg_cell_area_um2": 22.8,
        "numSynthFlops": 64,
        "synthDistinctLibCells": 14,
        "synthTopCellsByArea": "edfxtp_1 (62%), mux4_1 (25%), mux2_2 (5.9%)",
        "yosys.area.top_type": "edfxtp_1",
        "yosys_area_mm2": 0.00308,
        "synth_area_mm2": 0.00308,
        "top_cell_area_share": 0.625,
        "yosysCellCount": 135,
    },
    "pwr": {
        "p_leak_uw": 0.00135,
        "ir_drop_mv": 0.455,
        "p_per_area_mw_per_mm2": 729,
    },
    "global_routing": {
        "grt_max_degree": 10,
        "overflow": 0,
        "grt_pass1_wl_mm": 9.52,
        "grt_pass1_vias": 1701,
        "antenna_found_initial": 0,
        "track_usage": 0.175,
    },
    "run_status": {
        "status": "finished with violations",
        "violations": "setup timing",
    },
    "hold_path": {
        "hold_path.class": "in -> reg",
    },
}
## routing by layer
layer,vias to the layer above,global-route usage,wire length (um)
li1,697,-,-
met2,85,0.271,3030
met5,-,0,0
met1,770,0.236,2250
met4,0,0.0273,124
met3,9,0.0988,704
## power by group
part | internal (uW) | leakage (uW) | switching (uW)
Combinational | 256 | 0.000687 | 134
Clock | 435 | 0.0000726 | 404
Sequential | 1530 | 0.000587 | 23.4
Total | 2220 | 0.00135 | 561
## kinds of logic after synthesis
| family | after synthesis | synth area share |
|---|---|---|
| buf+inv | 10 | 0.0285 |
| mux | 48 | 0.328 |
| other cells | 1 | 0.00122 |
| simple gates | 12 | 0.0175 |
| flops | 64 | 0.625 |
## area by class of cell
class                           count  area (um2)
Clock buffer                       13         139
Tap cell                           99         124
Sequential cell                    64        1920
Clock inverter                      2        7.51
Multi-Input combinational cell     68        1040
Fill cell                         567        3510
Timing Repair Buffer               55         584
## Yosys cell counts
| cell type | n |
|---|---|
| edfxtp_1 | 64 |
| mux4_1 | 29 |
| mux2_2 | 16 |
| nor2_1 | 6 |
| mux4_2 | 3 |
| nand2b_1 | 3 |
| buf_1 | 2 |
| buf_12 | 2 |
| buf_2 | 2 |
| buf_6 | 2 |
| clkbuf_1 | 2 |
| nand2_1 | 2 |
| conb_1 | 1 |
| nor3_1 | 1 |
## path summary, 6_finish.rpt
kind / from / endpoint / slack, ns / depth (start not counted)
worst max-delay path: register[2][6] / busX[6] / -0.07 / 4
worst min-delay path: busW[4] / register[1][4] / 0.81 / 1
## placed cells by master (no fill, tap or decap)
cell	instances
buf_12	4
buf_16	4
buf_2	11
buf_4	13
buf_6	7
clkbuf_1	4
clkbuf_8	9
clkdlybuf4s15_2	2
clkdlybuf4s50_1	14
clkinv_1	2
conb_1	8
edfxtp_1	64
mux2_4	16
mux4_2	32
nand2_1	2
nand2b_1	3
nor2_1	6
nor3_1	1
## through the flow
step                total power, uW  cell area [um2]  setup WS [ns]  std cells  hold slack [ns]
CTS                            2800             3790        -0.0958        300            0.783
global placement               1910             3640         -0.746        280             1.11
finish                         2790             3820        -0.0740        301            0.813
detailed placement             1920             3640         -0.765        280             1.14
floorplan                      1740             3100          0.188        142            0.499
global route                   2890             3820         -0.141        301            0.813
## timing repair
action,in CTS,in global routing
setup endpoints to repair,16,16
gates resized,117,4
setup buffers,1,1
gates cloned,4,0
Power is estimated from default activity; no workload was simulated.
