--- design/flow/config.mk ---
export PLATFORM = sky130hd
export DESIGN_NAME = SingleCycle_MIPS
export DESIGN_NICKNAME = SingleCycle_MIPS
export VERILOG_FILES = /design/flow/design.v
export SDC_FILE = /design/flow/constraint.sdc
export NUM_CORES = 4
export LEC_CHECK = 1
export CORE_UTILIZATION = 40
--- design/flow/constraint.sdc ---
current_design SingleCycle_MIPS

set clk_period 24.3
set clk_io_pct 0.2

create_clock -name clk0 -period $clk_period [get_ports {clk}]

set non_clock_inputs [all_inputs -no_clocks]
set_input_delay [expr $clk_period * $clk_io_pct] -clock clk0 $non_clock_inputs
set_output_delay [expr $clk_period * $clk_io_pct] -clock clk0 [all_outputs]
--- design/flow/design.v ---
module SingleCycle_MIPS( clk, rst_n, IR_addr, IR, RF_writedata, ReadDataMem, CEN, WEN, A, ReadData2, OEN);
    input             clk, rst_n;
    input      [31:0] IR;
    output reg [31:0] IR_addr, RF_writedata;
    input      [31:0] ReadDataMem;   
    output reg        CEN;   
    output reg        WEN;   
    output reg  [6:0] A;   
    output reg [31:0] ReadData2;   
    output reg        OEN;   
    reg        [31:0] register [0:31];  
    reg               RegDst, Jump, Branch, MemRead, MemtoReg, ALUOp0, ALUOp1, MemWrite, ALUSrc, RegWrite;  
    reg         [5:0] ControlInput;  
    reg        [15:0] SignExtendInput;   
    reg        [31:0] SignExtendOutput;  
    reg               jal, jr;  
    reg         [3:0] ALUCtrl;  
    reg        [31:0] ALUInput1, ALUInput2, ALUResult;  
    reg               ALUZero;  
    reg         [4:0] ReadRegister1, ReadRegister2, WriteRegister;  
    reg         [4:0] WriteRegister0, WriteRegister1;  
    reg        [31:0] WriteData;  
    reg        [31:0] ReadData1;  
    reg        [31:0] ProgramCounter4, ProgramCounterNext, JumpAddress, BranchAddress;
    reg         [5:0] opcode;  
    reg         [5:0] funct;   
    integer           i;  
    always @(*) begin
        opcode          = IR[31:26];
        ReadRegister1   = IR[25:21];
        ReadRegister2   = IR[20:16];
        WriteRegister0  = IR[20:16];
        WriteRegister1  = IR[15:11];
        SignExtendInput = IR[15:0];
        funct           = IR[5:0];
        RegDst          = 1'b0;
        ALUSrc          = 1'b0;
        MemtoReg        = 1'b0;
        RegWrite        = 1'b0;
        MemRead         = 1'b0;
        MemWrite        = 1'b0;
        Branch          = 1'b0;
        ALUOp1          = 1'b0;
        ALUOp0          = 1'b0;
        Jump            = 1'b0;
        jal             = 1'b0;
        jr              = 1'b0;
        if (opcode == 6'b000000) begin
            RegDst   = 1'b1;
            ALUSrc   = 1'b0;
            MemtoReg = 1'b0;
            MemRead  = 1'b0;
            MemWrite = 1'b0;
            Branch   = 1'b0;
            ALUOp1   = 1'b1;
            ALUOp0   = 1'b0;
            Jump     = 1'b0;
            jal      = 1'b0;
            if (funct == 6'b001000) begin 
                RegWrite = 1'b0;
                jr       = 1'b1;
            end
            else begin
                RegWrite = 1'b1;
                jr       = 1'b0;
            end
        end
        else if (opcode == 6'b100011) begin
            RegDst   = 1'b0;
            ALUSrc   = 1'b1;
            MemtoReg = 1'b1;
            RegWrite = 1'b1;
            MemRead  = 1'b1;
            MemWrite = 1'b0;
            Branch   = 1'b0;
            ALUOp1   = 1'b0;
            ALUOp0   = 1'b0;
            Jump     = 1'b0;
            jal      = 1'b0;
        end
        else if (opcode == 6'b101011) begin
            ALUSrc   = 1'b1;
            RegWrite = 1'b0;
            MemRead  = 1'b0;
            MemWrite = 1'b1;
            Branch   = 1'b0;
            ALUOp1   = 1'b0;
            ALUOp0   = 1'b0;
            Jump     = 1'b0;
            jal      = 1'b0;
        end
        else if (opcode == 6'b000100) begin
            ALUSrc   = 1'b0;
            RegWrite = 1'b0;
            MemRead  = 1'b0;
            MemWrite = 1'b0;
            Branch   = 1'b1;
            ALUOp1   = 1'b0;
            ALUOp0   = 1'b1;
            Jump     = 1'b0;
            jal      = 1'b0;
        end
        else if (opcode == 6'b000010) begin
            RegDst   = 1'b0;
            ALUSrc   = 1'b0;
            MemtoReg = 1'b0;
            RegWrite = 1'b0;
            MemRead  = 1'b0;
            MemWrite = 1'b0;
            Branch   = 1'b0;
            ALUOp1   = 1'b0;
            ALUOp0   = 1'b0;
            Jump     = 1'b1; 
            jal      = 1'b0; 
        end
        else if (opcode == 6'b000011) begin
            RegDst   = 1'b0;
            ALUSrc   = 1'b0;
            MemtoReg = 1'b0;
            RegWrite = 1'b0;
            MemRead  = 1'b0;
            MemWrite = 1'b0;
            Branch   = 1'b0;
            ALUOp1   = 1'b0;
            ALUOp0   = 1'b0;
            Jump     = 1'b1;  
            jal      = 1'b1; 
        end
        else begin
            RegDst   = 1'b0;
            ALUSrc   = 1'b0;
            MemtoReg = 1'b0;
            RegWrite = 1'b0;
            MemRead  = 1'b0;
            MemWrite = 1'b0;
            Branch   = 1'b0;
            ALUOp1   = 1'b0;
            ALUOp0   = 1'b0;
            Jump     = 1'b0; 
            jal      = 1'b0; 
        end
        if (ALUOp1 == 1'b0 && ALUOp0 == 1'b0)
            ALUCtrl = 4'b0010;
        else if (ALUOp1 == 1'b0 && ALUOp0 == 1'b1)
            ALUCtrl = 4'b0110;
        else if (ALUOp1 == 1'b1 && ALUOp0 == 1'b0) begin
                 if (funct == 6'b100000)  ALUCtrl = 4'b0010;  
            else if (funct == 6'b100010)  ALUCtrl = 4'b0110;  
            else if (funct == 6'b100100)  ALUCtrl = 4'b0000;  
            else if (funct == 6'b100101)  ALUCtrl = 4'b0001;  
            else if (funct == 6'b101010)  ALUCtrl = 4'b0111;  
        end
        if (RegDst == 1'b0)  WriteRegister = WriteRegister0;
        else                 WriteRegister = WriteRegister1;
        ReadData1 = register[ReadRegister1];
        ReadData2 = register[ReadRegister2]; 
        SignExtendOutput = SignExtendInput;
        ALUInput1 = ReadData1;
        if (ALUSrc == 1'b0)  ALUInput2 = ReadData2;
        else                 ALUInput2 = SignExtendOutput;
        if (ALUCtrl == 4'b0010) begin
            ALUResult = ALUInput1 + ALUInput2; 
            ALUZero   = 1'b0;
        end
        else if (ALUCtrl == 4'b0110) begin
            ALUResult = ALUInput1 - ALUInput2; 
            if (ALUInput1 == ALUInput2) ALUZero = 1'b1;
            else                        ALUZero = 1'b0;  
        end
        else if (ALUCtrl == 4'b0000) begin
            ALUResult = ALUInput1 & ALUInput2; 
            ALUZero   = 1'b0;
        end
        else if (ALUCtrl == 4'b0001) begin
            ALUResult = ALUInput1 | ALUInput2; 
            ALUZero   = 1'b0;
        end
        else if (ALUCtrl == 4'b0111) begin
            if (ALUInput1 < ALUInput2) ALUResult = 1'b1;
            else                       ALUResult = 1'b0;
            ALUZero = 1'b0;
        end
        A = ALUResult[8:2];
        if (MemWrite == 1'b1) begin
            CEN = 1'b0;
            WEN = 1'b0;
            OEN = 1'b0;
        end
        else if (MemRead == 1'b1) begin
            CEN = 1'b0;
            WEN = 1'b1;
            OEN = 1'b0;
        end
        if (MemtoReg == 1'b1) WriteData = ReadDataMem;
        else                  WriteData = ALUResult;
        RF_writedata = WriteData;
        ProgramCounter4 = IR_addr + 4;
        BranchAddress = ProgramCounter4 + {SignExtendOutput[29:0], 2'b00};  
        JumpAddress   = {ProgramCounter4[31:28], IR[25:0], 2'b0};  
        if (jr == 1'b1) ProgramCounterNext = register[31];  
        else if (Jump == 1'b1) ProgramCounterNext = JumpAddress;
        else if (ALUZero == 1'b1 && Branch == 1'b1) ProgramCounterNext = BranchAddress;
        else                                        ProgramCounterNext = ProgramCounter4;
    end
    always @(posedge clk) begin
        if (rst_n == 1'b0) begin
            for (i = 0 ; i < 32 ; i = i + 1)
                register[i] <= 32'b0;
            IR_addr <= 32'b0;
        end
        else begin 
            IR_addr <= ProgramCounterNext;
            if (RegWrite == 1'b1) begin
                if (WriteRegister != 1'b0)  
                    register[WriteRegister] <= WriteData;
            end
            if (jal == 1'b1) register[31] <= ProgramCounter4;
        end
    end
endmodule
--- design/flow/run.sh ---
#!/bin/bash
# OpenROAD 26Q1-2900-gdf79404cd8, Yosys 0.63+post, stock flow scripts
make -C /OpenROAD-flow-scripts/flow DESIGN_CONFIG=/design/flow/config.mk WORK_HOME=/design/flow/orfs finish
==> out/notes.md <==
Across the routed clock network, the largest skew measured is 0.0280 ns. The post-synth tally of flip-flops with integrated enable is 1024. The routed layout reports a DRC error count of 0. The number of max-cap violations is 0, and the post-route minimum period is 17.81 ns.

The number of buffers inserted by port buffering is 169, and the placeable core region is 150000 µm². The final period utilization was 0.733; the number of logged tool warnings was 90. The worst-case reg-to-reg path depth came out at 16.

Per the timing report, the most critical flop-to-flop path finishes at register[15][24]. Per the OpenROAD floorplan log, the width of the die is 391 µm. The run gives 2849 for the number of design-rule violations left by the first detailed-router iteration. The combined area of the multi-input logic cells is 27500 µm². The main area contributors are edfxtp_1 51%, mux4_2 24%, nor2_1 6.6%. The share of total power in the clock network was 0.326; the post-synthesis to final-layout area growth was 12.9%. The transition time at the pin with the least slew margin was 1.00 ns; the count of different cell masters after synthesis was 94.

The fraction of synthesis flops using an asynchronous set or reset pin was 0. The switching component of the power was reported as 0.00164 W. Per the Yosys statistics, synthesis produced 4559 cells. The first global-routing pass estimated 315 mm of wire. Once the clock tree was built, the setup fixing pass inserted 0 buffers. Cell with the largest stage delay on the worst path: buf_4.

The maximum fanout along the worst path works out to 92. The flow ran to the end, and the final reports show no timing, DRC or antenna violations. In this run the count of I/O pins placed on the die edge is 172. Class of the most critical setup path: in -> out. The synthesized instance count is 4559. Summing every instance area after synthesis gives 60600 µm². The number of hold-slack violations in the final timing report is 0. The run gives 220 mm as the aggregate routed wire length.

Counting stages on the worst path, the most repeated cell is buf_4. The tools report the relative max-transition margin as 0.324. 6 endpoints have no timing constraint. Data on the critical path is required at its endpoint by 19.44 ns. With the leakage component of the power at 24.9 nW, the largest net degree at the start of global routing is 95.

For this run, the detailed router's first-pass iteration total came to 5. The number of register pins that no clock reaches is 5. The portion of synthesized cell area occupied by the leading cell type works out to 0.507.

The die area is 153000 µm², and the setup slack of the worst register-to-register path is 18.12 ns. Per the post-synthesis stats, the area per cell is 13.3 µm². The startpoint type of the worst setup path was an input port. The worst register-to-register path begins at register[31][7]. The run gives 0.414 as the sequential share of power.

Across the VDD grid, the largest voltage drop is 0.0552 mV. The run gives 5 for the total of warnings raised by yosys. The commonest register cell is edfxtp_1.

In the final layout, flip-flops and latches occupy 31500 µm². The chip area estimate from yosys synthesis was 60600 µm²; the highest clock rate was 56.1 MHz. With the number of storage elements in the synthesis netlist at 1061, the clock latency at the later pin of the worst-skew pair is 0.75 ns. Routability-driven placement finished with a final weighted congestion of 1.02. The number of max-slew violations in the final report was 0. In the placement report, post-DP HPWL is listed as 138 mm. In the final report, the number of endpoints failing setup comes to 0. The path with the worst hold slack has its endpoint at IR_addr[1]. The worst setup path is captured at an output pin. Looking at the clock tree report, the maximum root-to-sink buffer count equals 3. The script computed a power per unit cell area of 73.8 nW/µm². Power consumption: 0.00505 W.

On the worst path, the slowest cell contributes a delay of 0.62 ns. The setup TNS after final layout is 0 ns, and the post-CTS resize count is 0. The total CTS buffers is 110, and the fraction of final layout cells with drive strength greater than 1 is 0.238. With the total number of H-tree levels at 3, the count of fill cells added during filler insertion is 13000.

The global-route usage over all layers was 0.316; the number of routed nets with antenna violations was 0. The tree is rooted in a clkbuf_16. Internal power comes to 0.00341 W.

The startpoint of the tightest hold check path is IR_addr[1]. Leading cell type by number of instances after synthesis: nor2_1. With the number of global-route vias before repair at 43900, the detailed-route vias per instance is 6.18. The switching part of the total power is 0.325.

Setup repair after global routing left no endpoint under its margin. With the total congestion overflow at 0, the overall die height is 391 µm. Average routed wire per standard cell: 32.8 µm.

The number of standard-cell rows in the floorplan came out at 142. Of all cell types, the one taking the most synthesized area is edfxtp_1. After clock tree synthesis, the clock-pin slew on the worst setup and hold paths is 0.06 ns. The number of antenna violations at the first check in global routing was 8. By count the netlist is led by 1067 x nor2_1, 1024 x edfxtp_1, 640 x mux4_2, 318 x clkbuf_1, 189 x nand2_1. The logs give 0.404 for the core utilization at floorplan and 41500 for the via total after detailed routing. For this design, the CTS-stage hold fixing added 0 buffers. Per STA, the worst path is made up of buf_8 > buf_12 > buf_4 > buf_4 > buf_4 > mux4_2 > mux4_2 > mux2_2 > nand2_1 > ha_1 > inv_1 > a21oi_1 > o31ai_1 > a221o_1 > nand2b_1 > a311oi_1 > o211ai_1 > a31oi_1 > mux2i_4 > buf_4 > inv_1 > clkdlybuf4s50_1.

For the combinational group share of total power, the log shows 0.261. TritonCTS built the clock tree. The cell depth of the worst hold path was 2. The path class of the tightest hold or removal check is reg -> reg. The signal arrival time at the worst endpoint was 12.95 ns.
-- critical path: cells and delay by family --
| family | cells | cell delay (ns) |
|---|---|---|
| and+or+nand+nor | 2 | 0.28 |
| muxes | 4 | 1.23 |
| AOI/OAI and AO/OA | 6 | 1.91 |
| buffers and inverters | 9 | 3.79 |
| adders and majority gates | 1 | 0.49 |
-- worst max path at each step --
stage / endpoint / cells past startpoint / startpoint / slack [ns]
4_1_cts: RF_writedata[24] / 21 / IR[17] / 6.57
5_1_grt: RF_writedata[24] / 22 / IR[17] / 6.25
6_report: RF_writedata[0] / 22 / IR[17] / 6.49
-- routing by layer --
layer	up-vias	GRT usage	wire length, µm
met3	479	0.238	39800
li1	17500	-	-
met2	2929	0.463	102000
met1	20600	0.370	70200
met4	26	0.0853	7900
met5	-	0.0313	695
-- state kept, by name, indices dropped and copies added, names as in the netlist --
signal and count:
ALUCtrl 4, IR_addr 32, register 1024, WEN 1
-- through the flow --
stage | util | instances | worst slack, ns | hold WS [ns] | cell area (µm²)
after floorplan | - | 4592 | 9.11 | 0.448 | 60800
after global placement | 0.433 | 6519 | 6.61 | 0.537 | 65000
after detailed placement | 0.433 | 6519 | 6.57 | 0.537 | 65000
after CTS | 0.456 | 6723 | 6.57 | 0.546 | 68500
after global routing | 0.456 | 6723 | 6.25 | 0.596 | 68500
final | 0.456 | 6724 | 6.49 | 0.559 | 68500
-- placed cells by master, fill, tap and decap left out, types with 111 or more instances in the layout --
cell type | synthesis | layout
nor2_1 | 1067 | 1064
edfxtp_1 | 1024 | 1024
mux4_2 | 640 | 640
buf_4 | 2 | 164
clkdlybuf4s50_1 | 0 | 158
inv_1 | 146 | 145
nand2_1 | 189 | 134
a21oi_1 | 122 | 118
ha_1 | 113 | 113
clkbuf_16 | 0 | 111
-- final cells by class --
| class | count | area share |
|---|---|---|
| Antenna cell | 1 | 0.0000365 |
| Sequential cell | 1061 | 0.460 |
| Timing Repair Buffer | 335 | 0.0437 |
| Multi-Input combinational cell | 2956 | 0.402 |
| Inverter | 151 | 0.00830 |
| Tap cell | 2016 | 0.0368 |
| Clock inverter | 58 | 0.00725 |
| Clock buffer | 146 | 0.0428 |
-- power groups by stage --
stage	logic [W]	clock network [W]	registers, W
CTS	0.00130	0.00166	0.00209
global route	0.00141	0.00173	0.00210
finish	0.00132	0.00165	0.00209
-- logic make-up (layout without fill, tap and decap cells) --
group,count (synthesis),count (layout),synth area share
xor+xnor,80,80,0.0116
simple gates,1537,1537,0.107
mux,715,715,0.251
flops,1056,1056,0.518
other cells,1,35,0.0000618
compound gates,474,474,0.0509
buf+inv,575,690,0.0369
latches,5,5,0.00124
fa+ha+maj,116,116,0.0243
Power figures rest on the tool's default switching activity, not on a simulated workload.
