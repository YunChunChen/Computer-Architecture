### flow/design.v
module alu( ctrl, x, y, carry, out);
    input      [3:0] ctrl;
    input      [7:0] x;
    input      [7:0] y;
    output reg [7:0] out;
    output reg       carry;
    always@(x or y or ctrl) begin
             if (ctrl == 4'b0000) {carry, out} = {x[7], x} + {y[7], y};
        else if (ctrl == 4'b0001) {carry, out} = {x[7], x} - {y[7], y};
        else if (ctrl == 4'b0010) out = x & y;
        else if (ctrl == 4'b0011) out = x | y;
        else if (ctrl == 4'b0100) out = ~x;
        else if (ctrl == 4'b0101) out = x ^ y;
        else if (ctrl == 4'b0110) out = ~(x | y);
        else if (ctrl == 4'b0111) out = y << x[2:0];
        else if (ctrl == 4'b1000) out = y >> x[2:0];    
        else if (ctrl == 4'b1001) out = {x[7], x[7:1]};  
        else if (ctrl == 4'b1010) out = {x[6:0], x[7]};
        else if (ctrl == 4'b1011) out = {x[0], x[7:1]};
        else if (ctrl == 4'b1100) out = ( x == y ) ? 1 : 0;
        else if (ctrl == 4'b1101) out = 0;
        else if (ctrl == 4'b1110) out = 0;
        else if (ctrl == 4'b1111) out = 0;
    end 	
endmodule
### flow/run.sh
#!/bin/bash
# OpenROAD 26Q1-2900-gdf79404cd8, Yosys 0.63+post, stock flow scripts
make -C /OpenROAD-flow-scripts/flow DESIGN_CONFIG=/design/flow/config.mk WORK_HOME=/design/flow/orfs finish
### flow/config.mk
export PLATFORM = sky130hd
export DESIGN_NAME = alu
export DESIGN_NICKNAME = alu
export VERILOG_FILES = /design/flow/design.v
export SDC_FILE = /design/flow/constraint.sdc
export NUM_CORES = 4
export LEC_CHECK = 1
export CORE_UTILIZATION = 30
### flow/constraint.sdc
current_design alu

set clk_period 7.2
set clk_io_pct 0.2

create_clock -name clk0 -period $clk_period

set non_clock_inputs [all_inputs -no_clocks]
set_input_delay [expr $clk_period * $clk_io_pct] -clock clk0 $non_clock_inputs
set_output_delay [expr $clk_period * $clk_io_pct] -clock clk0 [all_outputs]
==> run_results.csv <==
group,metric,value,unit
outcome,run_status,"complete, no violations",
route,viasPerCell,5.70,
timing,fin_crit_sh,0.918,
timing,slew_viol_final,0,
global_route,grtUsageMet1,0.324,
critical_path,path_max_fanout,14,
logic_synthesis,yosys.area.top_type_share,0.130,
floorplanning,rows,31,
logic_synthesis,avgSynthCellArea,7.09,um2
layout,mi_logic_area,0.00199,mm2
placement,port_buffers,29,
logic_synthesis,syn-cell-area,0.00230,mm2
logic_synthesis,synthTopCellsByArea,"ha_1, a21oi_1, dlxtn_1, mux4_2, o21ai_0",
route,num_vias,2510,
layout,final_util,0.364,
route,drtIter0Drc,292,
power,ir_drop,0.0132,mV
floorplanning,die_area,0.00803,mm2
route,wirelength,7340,um
critical_path,worstPathCellList,"clkdlybuf4s50_1, clkinv_1, ha_1, o21bai_1, a21oi_1, o31ai_1, a211oi_1, xnor2_1, o21ai_1, dlxtn_1, clkdlybuf4s50_1",
logic_synthesis,ys_types,62,
logic_synthesis,synth_warnings,1,
timing,fin_tns_setup,0,ns
logic_synthesis,ys_cells,325,
logic_synthesis,synthArstFlopShare,0,
clock_network,postCtsSetupBuffers,0,
timing,unclocked_pins,9,
timing,hold_violations,0,
critical_path,end_kind,"output port",
logic_synthesis,ff_type,"dlxtn_1",
timing,final.min_clock_period,6.61,ns
global_route,use_met3,0.000927,
power,p_per_area,65.2,mW/mm2
layout,most-common-layout-cells,"a21oi_1, clkdlybuf4s50_1, nor2_1",
timing,max_freq,151,MHz
critical_path,cp_common_cell,"clkdlybuf4s50_1",
logic_synthesis,ys_chip_area,0.00230,mm2
placement,placedCellCount,440,
logic_synthesis,ys_ff,9,
floorplanning,die_height,89.6,um
layout,layout.cells.most_common,"a21oi_1",
logic_synthesis,synthCells,325,
global_route,track_usage,0.200,
floorplanning,io_pins,29,
critical_path,slowest_stage,"clkdlybuf4s50_1",
critical_path,cp.required,5.76,ns
job,tool_warnings,48,
global_route,grt_max_degree,39,
timing,tightestPinTransition,0.893,ns
global_route,grt_pass1_vias,2194,
floorplanning,core,0.00733,mm2
global_route,grt_antenna_before_repair,0,
critical_path,worstSetupPathType,"in -> out",
floorplanning,die_width,89.6,um
route,dr.pass1.iters,5,
placement,place_congestion,0.962,
layout,layout-drive-gt1-share,0.0499,
timing,untimed_endpoints,10,
route,drtAntennaViolNets,0,
critical_path,cp.arrival,5.17,ns
floorplanning,initial_core_util,0.314,
global_route,grt_pass1_wl,12000,um
power,p_leak,1.05,nW
placement,hpwl,5490,um
clock_network,cts.hold.buffers_added,0,
logic_synthesis,synth-edff-count,0,
global_route,grtUsageMet2,0.314,
global_route,grt_busiest_layer,"met1",
layout,nFillCells,772,
logic_synthesis,yosysTopAreaCell,"ha_1",
layout,syn2layout_area_growth,15.7,%
layout,finalNonFillerCells,440,
route,wl_per_cell,16.7,um
route,drc,0,
route,diodes,0,
critical_path,critPathLaunchType,"primary input",
clock_network,cts.repair.resized,0,
timing,finalSetupViolations,0,
timing,rsz0062_at_grt,"false",
global_route,grt.overflow.total,0,
critical_path,slowest_delay,0.82,ns
timing,slew_headroom,0.403,
job,maxCapViolCount,0,
layout,register_area,135,um2
kinds of logic (layout without fill, tap and decap cells):
kind of cell             count (synthesis)  after routing  synth area share
AND-OR/OR-AND                          122            122             0.347
XOR/XNOR                                 6              6            0.0228
adder cells (fa/ha/maj)                 26             26             0.148
buffers and inverters                   49             58            0.0880
latches                                  9              9            0.0587
multiplexers                            20             20             0.143
other                                    1              8           0.00163
AND/OR/NAND/NOR                         92             92             0.192
power by group:
| group | leakage, nW | internal (mW) | switching [mW] |
|---|---|---|---|
| clock | 0 | 0 | 0 |
| combinational | 0.981 | 0.0734 | 0.0923 |
| sequential | 0.0715 | 0.00725 | 0.000825 |
| total | 1.05 | 0.0807 | 0.0931 |
critical path, delay by kind of cell:
family	cells	cell delay (ns)
buffers and inverters	3	1.69
AOI/OAI and AO/OA	5	0.99
adders and majority gates	1	0.61
latches	1	0.34
xor gates and xnor gates	1	0.09
cell usage after synthesis (3+ instances only):
cell / instances
a221o_1: 3
o22ai_1: 8
nor3_1: 6
dlxtn_1: 9
mux4_2: 6
buf_2: 9
nand3_1: 8
a22o_1: 3
xnor2_1: 5
a211oi_1: 3
clkbuf_1: 11
o21ai_0: 24
mux2i_1: 7
mux4_1: 3
or3_1: 3
o31ai_1: 4
a31oi_1: 4
mux2_2: 3
o31a_1: 3
o211ai_1: 3
o221ai_1: 4
inv_1: 23
nand3b_1: 3
nor2_1: 26
o21bai_1: 4
buf_1: 3
ha_1: 24
nand4_1: 3
nand2b_1: 6
nand2_1: 25
nor2b_1: 4
a21oi_1: 37
worst max path at each step:
stage / cells past startpoint / slack [ns] / endpoint / startpoint
CTS: 11 / 0.68 / out[6] / x[2]
finish: 11 / 0.59 / out[6] / x[2]
global route: 11 / 0.37 / out[6] / x[2]
state kept, by name (all words and copies together), names as in the netlist:
signal and flops:
out 8, carry 1
per-layer routing:
| layer | vias to the layer above | part of all wire |
|---|---|---|
| li1 | 1238 | - |
| met1 | 1190 | 0.48 |
| met2 | 78 | 0.47 |
| met3 | 4 | 0.045 |
| met4 | 0 | 0.010 |
| met5 | - | 0 |
cell type report:
cell class	instances	share of cell area
inverters	25	0.0352
well taps	99	0.0465
repair buffers	33	0.120
multi-input cells	274	0.747
flip-flops and latches	9	0.0507
metrics by stage:
| stage | instance area [um2] | worst slack, ns | total power, mW |
|---|---|---|---|
| after floorplan | 2330 | 2.33 | 0.119 |
| after global placement | 2670 | 0.627 | 0.172 |
| after detailed placement | 2670 | 0.690 | 0.171 |
| after CTS | 2670 | 0.679 | 0.172 |
| after global routing | 2670 | 0.370 | 0.193 |
| final | 2670 | 0.588 | 0.174 |
Power figures rest on the tool's default switching activity, not on a simulated workload.
